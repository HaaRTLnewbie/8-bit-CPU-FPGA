$ cat flow/design.v
module ALU
#(parameter WIDTH = 8)
(
	input	clk,
		clr,								 
		en,								 
	input	[1:0] sel,							 
	input	[WIDTH - 1:0]	reg_A,						 
				reg_B,
	inout	[WIDTH - 1:0]	bus
);
localparam	ADD	=	2'b00,						 
		SUB	=	2'b01,
		MLT	=	2'b10,
		DIV	=	2'b11;
reg [WIDTH - 1:0] ALU_reg;							 
assign bus = en ? ALU_reg : 8'bz;						 
always @ (posedge clk)
	begin
		case(sel)
			ADD		:	ALU_reg <= reg_A + reg_B;
			SUB		:	ALU_reg <= reg_A - reg_B;
			MLT		: 	ALU_reg <= reg_A * reg_B;
			DIV		:	ALU_reg <= reg_A / reg_B;
		endcase								 
	end
endmodule
$ cat flow/run.sh
#!/bin/bash
# OpenROAD 26Q1-2900-gdf79404cd8, Yosys 0.63+post, stock flow scripts
make -C /OpenROAD-flow-scripts/flow DESIGN_CONFIG=/design/flow/config.mk WORK_HOME=/design/flow/orfs finish
$ cat flow/config.mk
export PLATFORM = sky130hd
export DESIGN_NAME = ALU
export DESIGN_NICKNAME = ALU
export VERILOG_FILES = /design/flow/design.v
export SDC_FILE = /design/flow/constraint.sdc
export NUM_CORES = 4
export LEC_CHECK = 1
export CORE_UTILIZATION = 40
$ cat flow/constraint.sdc
current_design ALU

set clk_period 19.7
set clk_io_pct 0.2

create_clock -name clk0 -period $clk_period [get_ports {clk}]

set non_clock_inputs [all_inputs -no_clocks]
set_input_delay [expr $clk_period * $clk_io_pct] -clock clk0 $non_clock_inputs
set_output_delay [expr $clk_period * $clk_io_pct] -clock clk0 [all_outputs]
==> flow_metrics.env <==
# physical design summary
export IMPL_status="finished, final reports clean"
export IMPL_crit_path_max_incr_delay_ns=0.76
export IMPL_warnings=32
export IMPL_fin_util_pct=45.6
export IMPL_edf_count=0
export IMPL_gp_congestion=0.895
export IMPL_synthesis_area_um2=3240
export IMPL_chipArea_um2=8470
export IMPL_startpoint_type="input pin"
export IMPL_clock_fmax_mhz=64.0
export IMPL_drv_slew=0
export IMPL_worstSetupPathType="in -> reg"
export IMPL_yosysUniqueCellTypes=60
export IMPL_rsz0062_at_grt="no"
export IMPL_cts_htree_levels=1
export IMPL_top_area_cell="ha_1"
export IMPL_drive_gt1_share_pct=6.41
export IMPL_antenna_cells=0
export IMPL_finalSetupViolCount=0
export IMPL_cts_hold_buf=0
export IMPL_crit_top_cell="ha_1"
export IMPL_ys_top_logic_family="adder cells"
export IMPL_first_pass_iters=4
export IMPL_arrival_ns=15.71
export IMPL_postRouteAntennaNets=0
export IMPL_postCtsSetupRepairBufs=0
export IMPL_cts_path_max_buffers=2
export IMPL_post_drt_wl_per_cell_um=15.2
export IMPL_synth_flops=8
export IMPL_fin_area_um2=3540
export IMPL_tns_ns=0
export IMPL_cts_resized=0
export IMPL_fin_crit_ns=15.62
export IMPL_totalPowerFinal_w=0.000181
export IMPL_cts_tree="done"
export IMPL_p_leak_nw=1.62
export IMPL_nFillCells=796
export IMPL_core_area_um2=7770
export IMPL_power_density_nw_per_um2=51.2
export IMPL_drcViolationCount=0
export IMPL_yosys_warnings=2
export IMPL_synth_xor_xnor_area_share_pct=10.8
export IMPL_fin_crit_sh_pct=79.3
export IMPL_fp_row_count=32
export IMPL_finalHoldViolations=0
export IMPL_largest_reg_flops=8
export IMPL_grt_pass1_wl_mm=13.0
export IMPL_antenna_found_initial=0
export IMPL_fp_util_pct=41.7
export IMPL_cts_sinks=8
export IMPL_endpoint="bus[0]"
export IMPL_postSynthSeqShare_pct=4.94
export IMPL_synthDominantCellAreaShare_pct=24.7
export IMPL_synthAoiAreaFrac_pct=22.5
export IMPL_maxCapViolCount=0
export IMPL_clk_pin_slew_ns=0.04
export IMPL_critPathLaunch="reg_B[0]"
export IMPL_top_cells_by_area="ha_1, fa_1, xnor2_1, nor2_1, dfxtp_1"
export IMPL_grt_start_max_net_pins=19
export IMPL_area_delta_synth_final_pct=9.27
export IMPL_root_buffer="clkbuf_8"
export IMPL_place_ws_ns=3.86
export IMPL_dieHeight_um=92.0
export IMPL_io_buffers=18
export IMPL_tightest_slew_ns=0.732
export IMPL_ys_cells=412
export IMPL_vias_per_cell=5.41
export IMPL_relSlewSlack_pct=50.6
export IMPL_num_vias=2832
export IMPL_dr_first_iter_drc_count=102
export IMPL_grt_ovfl_total=0
export IMPL_simple_gate_share_pct=18.1
export IMPL_synth_chip_area_um2=3240
export IMPL_track_usage_pct=19.8
export IMPL_slowest_stage="clkdlybuf4s50_1"
export IMPL_final_setup_worst_slack_ns=4.08
export IMPL_synth_avg_cell_area_um2=7.87
export IMPL_ys_sh_mux_pct=4.67
export IMPL_grt_pass1_vias=2631
export IMPL_critPathCaptureType="flop"
export IMPL_dpl_cell_area_um2=3500
export IMPL_ff_type="dfxtp_1"
export IMPL_async_flop_share_pct=0
export IMPL_fa_ha_area_share_pct=32.7
export IMPL_io_pins=29
export IMPL_drt_total_wl_mm=7.96
export IMPL_numCtsBuffers=3
export IMPL_dp_hpwl_mm=6.53
export IMPL_hp_class="reg -> out"
export IMPL_fp_dieW_um=92.0
export IMPL_syn_inst=412
export IMPL_critPathMaxFanout=11
export IMPL_ir_drop_mv=0.0189
export IMPL_cp_required_ns=19.80
==> per-layer routing <==
| metal | part of all wire [%] | track usage [%] | vias to the layer above |
|---|---|---|---|
| met5 | 0 | 0 | - |
| li1 | - | - | 1491 |
| met4 | 0.15 | 0.651 | 0 |
| met1 | 51 | 29.4 | 1300 |
| met2 | 46 | 32.8 | 39 |
| met3 | 3.2 | 2.36 | 2 |
==> logic make-up (layout without fill, tap and decap cells) <==
logic type               after synthesis  after routing
XOR/XNOR                              37             37
AND/OR/NAND/NOR                      122            122
adder cells (fa/ha/maj)               77             77
flip-flops                             8              8
buffers and inverters                 52             61
multiplexers                          14             14
AND-OR/OR-AND                        102            102
==> worst min-delay path by stage <==
stage | endpoint | start | slack, ns | depth (start not counted)
final | bus[7] | bus[7] | 4.43 | 0
after global routing | bus[7] | bus[7] | 4.46 | 0
after CTS | bus[5] | bus[5] | 4.44 | 0
==> cell usage after synthesis (7+ instances only) <==
master / count
xnor2_1: 28
a21oi_1: 21
fa_1: 13
ha_1: 64
a21o_1: 7
nand2_1: 28
mux2_2: 9
o211ai_1: 10
xor2_1: 7
o21a_1: 13
dfxtp_1: 8
o21ai_0: 17
clkbuf_1: 9
inv_1: 39
nor2_1: 45
nor3_1: 12
==> through the flow <==
stage	cells	hold slack, ns
6_report	523	4.43
5_1_grt	523	4.46
4_1_cts	523	4.44
3_5_place_dp	520	4.20
3_3_place_gp	520	4.20
2_1_floorplan	412	4.12
==> cells in the final DEF, fill, tap and decap left out, types with 2 or more instances in the layout <==
cell type,instances
o211ai_1,10
or2_2,2
mux2i_1,5
nor3_1,12
nor2b_1,4
nand3_1,6
xor2_1,7
a31oi_1,4
nand2_1,28
o21a_1,13
a41oi_1,3
a21boi_0,3
clkbuf_8,3
or3_1,3
fa_1,13
nor2_1,45
xnor3_1,2
o31a_1,2
o21ai_0,17
xnor2_1,28
ha_1,64
nor4_1,2
inv_1,39
a21oi_1,21
clkdlybuf4s50_1,18
a211oi_1,2
mux2_2,9
and2_1,5
dfxtp_1,8
a21o_1,7
nand2b_1,5
o22ai_1,3
==> report_power, final <==
part | leakage, nW | internal [W] | switching [W]
sequential | 0.0673 | 0.0000208 | 0.000000125
clock | 0.0216 | 0.0000132 | 0.00000547
combinational | 1.53 | 0.0000673 | 0.0000746
total | 1.62 | 0.000101 | 0.0000802
==> critical path: cells and delay by family <==
kind / cells / cell delay [ns]
AND/OR/NAND/NOR: 8 / 1.39
adder cells (fa/ha/maj): 8 / 2.44
multiplexers: 2 / 0.67
AND-OR/OR-AND: 21 / 5.81
buffers and inverters: 3 / 1.46
==> final cells by class <==
| cell class | count | area (um^2) | area share, % |
|---|---|---|---|
| clock buffer | 3 | 41.3 | 1.17 |
| inverter | 39 | 146 | 4.13 |
| multi-input combinational | 352 | 2880 | 81.3 |
| sequential | 8 | 160 | 4.52 |
| tap | 102 | 128 | 3.60 |
| timing repair buffer | 19 | 188 | 5.30 |
No activity file was given, so power comes from the tool's default toggle rates.
