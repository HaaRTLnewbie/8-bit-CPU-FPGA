**flow/config.mk**
```make
export PLATFORM = sky130hd
export DESIGN_NAME = MAR_4bit
export DESIGN_NICKNAME = MAR_4bit
export VERILOG_FILES = /design/flow/design.v
export SDC_FILE = /design/flow/constraint.sdc
export NUM_CORES = 4
export LEC_CHECK = 1
export CORE_AREA = 10 10 70 70
export DIE_AREA = 0 0 80 80
```
**flow/constraint.sdc**
```tcl
current_design MAR_4bit

set clk_period 1.0
set clk_io_pct 0.2

create_clock -name clk0 -period $clk_period [get_ports {clk}]

set non_clock_inputs [all_inputs -no_clocks]
set_input_delay [expr $clk_period * $clk_io_pct] -clock clk0 $non_clock_inputs
set_output_delay [expr $clk_period * $clk_io_pct] -clock clk0 [all_outputs]
```
**flow/run.sh**
```bash
#!/bin/bash
# OpenROAD 26Q1-2900-gdf79404cd8, Yosys 0.63+post, stock flow scripts
make -C /OpenROAD-flow-scripts/flow DESIGN_CONFIG=/design/flow/config.mk WORK_HOME=/design/flow/orfs finish
```
**flow/design.v**
```verilog
module MAR_4bit
#(parameter WIDTH = 4)
(
	input	clk,
		clr,					 
		prog_en,				 
		reg_en,					 
	input	[WIDTH - 1:0] sw,			 
	input	[WIDTH - 1:0] bus,			 
	output	[WIDTH - 1:0] addr			 
);
reg [WIDTH - 1:0] mem_addr;
assign addr = (prog_en) ? sw : mem_addr;
always @ (posedge clk or posedge clr)			 
begin
	if (clr) 		mem_addr <= 4'b0;
	else if (reg_en)	mem_addr <= bus;
end
endmodule
```
==> run summary <==
impl run done, here's what came out: outcome finished with violations, violated checks negative setup slack, chip area ~6400 um2, GRT overflow 0, FP Util 0.0568, cell type with the largest total area dfrtp_1, initial antenna violation count 0, IR drop worst, VDD 0.187 mV, RSZ-0062 raised after global routing yes, area share, top type 0.516, required time worst endpoint 0.80 ns, DRC 0, Hold WS 0.146 ns, leakage power figure between 0.15 and 0.2 nW, wire length of the first global-routing pass a little over 900 um, Syn Inst Count 13, area grow syn2layout 124%, initial drt markers 3, most numerous logic cell after layout clkdlybuf4s50_1, Filler Cells Inserted 389, Core ar. 3420 um2, achievable frequency 849 MHz, Die Y 80 um, pre-CTS WS -0.720 ns, Synth flops 4, number of cells in Yosys stat 13, # rows 21, launch point of the worst reg-to-reg path mem_addr[1], most common logic cells in the final layout clkdlybuf4s50_1, mux2_2, mux2_4, dfrtp_1, clkbuf_4, Setup Fix Bufs, Post-CTS 0, crit path to addr[0], htree depth 1, crit-path max FO 2, number of flip-flops in the largest register 4, r2r endpoint mem_addr[1], clock buffer depth 2, Rel. slew slack 0.844, final RePlAce weighted congestion 0.751, Setup TNS -0.690 ns, Final setup viols 4, Seq/Total Area, Yosys 0.516, fin crit period ~1.2 ns, clock sink total 4, Antenna Cells 0, Top-Level Pins 16, crit path capture type primary output, vias in the first global route 202, Final Hold Vio Count 0, post-CTS resize count 17, share of layout cells above drive strength 1 0.484, crit path kind reg2out, FF-to-FF path depth 1, critical-path cell list mux2_4 > buf_6, post-route ant nets 0, internal reg-to-reg setup slack 0.25 ns, Die X 80 um, Pre-antenna DRT Iters 2, Post-Syn Area per Cell 14.9 um2, Yosys warnings 1, WP data arrival 0.98 ns, MaxCap Viol Count 0, mean number of vias per cell around 2.3, Worst Tran Pin Value 0.234 ns, HP Class in2async, final worst slack -0.177 ns, Final Non-Filler Cells ~77, CTS buffer count 3, top post-synthesis cells by area dfrtp_1, mux2_2, inv_1, slowest stage delay, CP 0.37 ns, Slowest-stage cell, CP dfrtp_1, gr usage total 0.0195, Synth Cell Area 194 um2, number of I/O port buffers 15, largest registers mem_addr x4, distinct cell type count after synthesis 3, setup skew after layout 0 ns, Critical Path Start Type flip-flop, Worst Setup SP mem_addr[0], Post-Place Cells 74, clock root buffer master clkbuf_4, drt wl/cell roughly 8 um, Most flops, register mem_addr, hold buffer count at cts 0, total number of vias approximately 180, Clock transition at path regs about 0.04 ns, CTS tree built, period utilization 1.18, pin count of the biggest net entering global routing 5, OpenROAD warnings 27, Yosys Chip Area 194 um2, Max Slew Vio Count 0, Cell Pwr Density 1150 nW/um2, Worst-Skew Late Latency 0.23 ns, WL final approximately 630 um, Overall Power 501 uW
[worst max-delay path: cells and delay by family (launching register included)]
family | cells | cell delay (ns)
buf+inv | 1 | 0.11
mux | 1 | 0.27
flops | 1 | 0.37
[Yosys cell counts]
master / count
dfrtp_1: 4
inv_1: 1
mux2_2: 8
[routing by layer]
| layer | vias up | part of all wire | global-route usage |
|---|---|---|---|
| met1 | 70 | 0.50 | 0.0247 |
| met4 | 0 | 0.035 | 0.0106 |
| met3 | 4 | 0.18 | 0.0193 |
| met5 | - | 0 | 0 |
| li1 | 84 | - | - |
| met2 | 17 | 0.28 | 0.0193 |
[worst min path at each step]
stage / depth (start not counted) / endpoint / slack [ns] / startpoint
after global routing: 2 / mem_addr[1] / 0.16 / clr
after CTS: 2 / mem_addr[3] / 0.14 / clr
final: 2 / mem_addr[3] / 0.15 / clr
[cell type report]
class,count,area [um2],area share
repair buffers,15,145,0.334
multi-input cells,8,105,0.242
flip-flops and latches,4,100,0.231
well taps,46,57.6,0.133
clock buffers,3,22.5,0.0519
inverters,1,3.75,0.00865
[power by group]
part	switching (mW)	leakage (nW)	internal [mW]	total (mW)
Combinational	0.0251	0.127	0.0930	0.118
Sequential	0.00810	0.0468	0.179	0.187
Clock	0.0615	0.0138	0.134	0.195
Total	0.0947	0.187	0.406	0.501
[cells by family after synthesis]
| group | after synthesis | share of synthesized area |
|---|---|---|
| mux | 8 | 0.465 |
| flops | 4 | 0.516 |
| buf+inv | 1 | 0.0193 |
[stage by stage]
stage | instance area, um2 | utilization
floorplan | 194 | -
global placement | 402 | 0.118
detailed placement | 402 | 0.118
CTS | 415 | 0.122
global route | 434 | 0.127
finish | 434 | 0.127
No activity file was given, so power comes from the tool's default toggle rates.
