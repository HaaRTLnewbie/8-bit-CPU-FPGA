**flow/config.mk**
```make
export PLATFORM = sky130hd
export DESIGN_NAME = RAM_8bit
export DESIGN_NICKNAME = RAM_8bit
export VERILOG_FILES = /design/flow/design.v
export SDC_FILE = /design/flow/constraint.sdc
export NUM_CORES = 4
export LEC_CHECK = 1
export CORE_UTILIZATION = 50
```
**flow/design.v**
```verilog
module RAM_8bit
#(parameter WIDTH = 8)
(
	input	clk,
		prog_en,					 
		wr_en,						 
		rd_en,						 
	input	[WIDTH - 1:0] sw,				 
	input	[(WIDTH / 2) - 1:0] addr,			 
	inout	[WIDTH - 1:0] bus				 
);
reg [WIDTH - 1:0] mem_reg [0:15];		     		 
assign bus = (rd_en) ? mem_reg[addr] : 8'bz;			 
always @ (posedge clk)
	if (wr_en)
		mem_reg[addr] <= (prog_en) ? sw : bus;		 
endmodule
```
**flow/constraint.sdc**
```tcl
current_design RAM_8bit

set clk_period 3.5
set clk_io_pct 0.2

create_clock -name clk0 -period $clk_period [get_ports {clk}]

set non_clock_inputs [all_inputs -no_clocks]
set_input_delay [expr $clk_period * $clk_io_pct] -clock clk0 $non_clock_inputs
set_output_delay [expr $clk_period * $clk_io_pct] -clock clk0 [all_outputs]
```
**flow/run.sh**
```bash
#!/bin/bash
# OpenROAD 26Q1-2900-gdf79404cd8, Yosys 0.63+post, stock flow scripts
make -C /OpenROAD-flow-scripts/flow DESIGN_CONFIG=/design/flow/config.mk WORK_HOME=/design/flow/orfs finish
```
==> run notes <==
This memo summarizes the results of the implementation run.

Run status
The flow ran to the end, and the final reports show no timing, DRC or antenna violations.

Global routing
The number of global-route vias before repair came to 2743. The initial antenna violation count was 0. The wire length of the first global-routing pass is 15.1 mm. The aggregate global-route resource usage is 0.215. Entering global routing, the biggest net connects 19 pins.

The remaining global-route overflow is 0.

Yosys
The multiplexer share of the synthesized area is 0.170. The count of flip-flops with a built-in enable after synthesis is 128. Synthesis inferred 128 register bits. After synthesis, the chip area reported by Yosys is 0.00526 mm². The dominant register cell is sky130_fd_sc_hd__edfxtp_1. The most common cell in the netlist is sky130_fd_sc_hd__edfxtp_1. The compound-cell area share of the yosys netlist is 0.0500. By area the synthesized netlist is led by sky130_fd_sc_hd__edfxtp_1 (73%), sky130_fd_sc_hd__mux4_2 (13%), sky130_fd_sc_hd__mux2i_4 (3.0%), sky130_fd_sc_hd__a221oi_2 (2.0%), sky130_fd_sc_hd__nor2_1 (1.7%). The count of unique library cells instantiated by Yosys is 27.

The proportion of register bits with asynchronous set or reset after synthesis is 0. The synthesized-area fraction occupied by xor and xnor cells is 0. For this run, the register share of the synthesized area comes to 0.731.

The post-synthesis cell count is 240. The area share of and/or/nand/nor cells after synthesis is 0.0281. The cell-mix breakdown from Yosys lists the adder-cell area share as 0. The portion of synthesized cell area occupied by the leading cell type is 0.731. The number of synthesis warnings is 2. The dominant cell type by area after synthesis is sky130_fd_sc_hd__edfxtp_1. The yosys stat cell total is 240.

Among the non-sequential cells, multiplexers take the most area. The commonest cells after synthesis are sky130_fd_sc_hd__edfxtp_1 (128), sky130_fd_sc_hd__mux4_2 (31), sky130_fd_sc_hd__nor2_1 (24). The post-synthesis instance area is 0.00526 mm². In this run the mean area of a mapped cell was 21.9 µm².

Floorplanning
For this configuration, the core starts out at a cell density of 0.511. Per the OpenROAD floorplan log, the width of the die is 105 µm. For reference, the placement row count at floorplan is 37. The total die size is 0.0109 mm². The floorplan step set the die height to 105 µm. The I/O pin count is 24. The area of the core region is 0.0103 mm².

Route
The remaining routing DRC violations is 0. The number of inserted diodes is 0. For this run, the detailed router's first-pass iteration total came to 4.

Per the log, the first TritonRoute iteration ended with a DRC count of 100. The per-cell via count in the routed design is 5.70. The final route contains 2518 vias. In the final routed layout, each cell accounts on average for 22.0 µm. The count of antenna-violating nets left after detailed routing is 0.

The final wirelength is 9.71 mm.

Clock network
The number of hold buffers added after CTS was 0. The depth of the CTS H-tree is 4. CTS added clock buffers totalling 17. Looking at the clock tree report, the maximum root-to-sink buffer count equals 2. The TritonCTS clock tree is built. The count of cells resized by post-cts repair is 0. The total setup buffers inserted after CTS is 0. The root buffer cell is sky130_fd_sc_hd__clkbuf_8. The number of clock sinks is 128. The insertion delay to the later sink of the worst-skew pair is 0.50 ns. The clock transition at the registers of the reported paths is 0.06 ns.

Layout
The filler cells instantiated in the layout total 730. Per the final layout report, the fraction of cells sized above drive strength 1 comes to 0.399. The number of flip-flops in the largest register is 128.

From synthesis to final layout, the design area changed by 20.7%.

Setup path
STA classifies the critical path startpoint as an input pin. The worst setup path is of the input pin to output port kind. The data arrival time reported for the critical path is 2.46 ns. The startpoint of the worst register-to-register path is mem_reg[15][6]. Tracing the worst setup path back leads to its startpoint at addr[3].

The number of cells on the worst reg-to-reg path is 4. Of all nets on the critical path, the largest fanout is 14. The setup slack on the worst flop-to-flop path is 1.69 ns. The critical path capture point is bus[6]. The endpoint identified for the worst register-to-register timing path is mem_reg[3][6]. The required time of the critical path is 2.80 ns. The critical path capture point type is an output port.

STA
From the final report, the count of setup violators was given as 0. The slew check shows that the tightest pin keeps a relative margin of 0.540. The number of hold violations in the final report is 0.

Post-route period utilization is reported as 0.903. For the pin with the worst max-slew slack, the measured transition is 0.689 ns. Max-slew check failures listed in the final report amount to 0.

Setup slack on the critical path of the routed design comes to 0.338 ns. Subtracting the final worst setup slack from the clock period gives 3.16 ns. The flow reports an fmax of 316 MHz. Setup repair after global routing left no endpoint under its margin. Adding up every negative setup slack in the final design gives 0 ns.

In the final run the clock tree shows a worst skew of 0.00815 ns.

Flow run
Warnings raised by the tools during the run amount to 26. The number of max-capacitance violations reported is 0.

Hold path
The type of the worst min-delay path is input pin to register.

Place
The post-place setup slack is 0.330 ns. During placement, the flow inserted port buffers numbering 14. For this run the detailed placement stage logged an HPWL of 6.11 mm. The final weighted congestion of routability-driven global placement is 0.756.

Power
Looking at the VDD voltage map, the peak drop is 0.382 mV. Summed over all cells, the static leakage comes to 0.00205 µW. The ratio of total power to cell area is 597 mW/mm².
==> placed cells by master (no fill, tap or decap), types with 3 or more instances in the layout <==
cell type,instances
sky130_fd_sc_hd__edfxtp_1,128
sky130_fd_sc_hd__buf_4,34
sky130_fd_sc_hd__mux4_2,31
sky130_fd_sc_hd__nor2_1,24
sky130_fd_sc_hd__clkbuf_16,16
sky130_fd_sc_hd__clkdlybuf4s50_1,13
sky130_fd_sc_hd__mux2i_4,7
sky130_fd_sc_hd__o22ai_2,7
sky130_fd_sc_hd__a221oi_2,7
sky130_fd_sc_hd__bufinv_16,5
sky130_fd_sc_hd__a21oi_1,4
sky130_fd_sc_hd__a21oi_2,4
sky130_fd_sc_hd__clkinv_2,3
sky130_fd_sc_hd__clkinvlp_4,3
==> report_power, final <==
group / switching [µW] / internal (µW) / leakage, µW / total (µW)
clock: 581 / 1220 / 0.000291 / 1800
sequential: 3.86 / 1730 / 0.00115 / 1740
combinational: 140 / 111 / 0.000613 / 251
total: 725 / 3060 / 0.00205 / 3790
==> worst max-delay path, stage by stage <==
cell and delay [ns]:
sky130_fd_sc_hd__clkdlybuf4s50_1 0.62, sky130_fd_sc_hd__buf_4 0.29, sky130_fd_sc_hd__mux4_2 0.53, sky130_fd_sc_hd__o22ai_1 0.25, sky130_fd_sc_hd__a21oi_1 0.06
==> routing by layer <==
metal  global-route usage  wire length [µm]
met1                0.343              3770
met2                0.303              4600
met3                0.137              1250
met4               0.0184                85
met5                    0                 0
==> stage by stage <==
step	instances	util	cell area [µm²]	hold slack, ns	power (µW)
global route	442	0.617	6340	0.988	3910
floorplan	240	-	5260	1.08	1930
global placement	411	0.558	5730	1.20	2020
CTS	442	0.617	6340	0.961	3820
detailed placement	411	0.558	5730	1.21	2020
finish	442	0.617	6340	0.973	3790
==> layout make-up <==
cell class	count	area [µm²]	share of cell area
clock buffer	19	422	0.0665
clock inverter	12	191	0.0302
inverter	1	3.75	0.000592
timing repair buffer	49	410	0.0647
multi-input combinational	97	1300	0.205
tap	136	170	0.0268
sequential	128	3840	0.606
==> worst min path at each step <==
stage	from	end	slack, ns	cells after the start
CTS	sw[4]	mem_reg[8][4]	0.96	3
global route	sw[4]	mem_reg[12][4]	0.99	3
finish	sw[4]	mem_reg[12][4]	0.97	3
==> logic make-up (layout without fill, tap and decap cells) <==
logic type	Yosys count	after routing
buffers and inverters	15	81
AND-OR/OR-AND	24	24
flip-flops	128	128
AND/OR/NAND/NOR	33	33
multiplexers	40	40
No activity file was given, so power comes from the tool's default toggle rates.
